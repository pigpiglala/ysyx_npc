`flow/config.mk`:
```
export PLATFORM = sky130hd
export DESIGN_NAME = adder32
export DESIGN_NICKNAME = adder32
export VERILOG_FILES = /design/flow/design.v
export SDC_FILE = /design/flow/constraint.sdc
export NUM_CORES = 4
export LEC_CHECK = 1
export CORE_AREA = 10 10 82 82
export DIE_AREA = 0 0 92 92
```
`flow/constraint.sdc`:
```
current_design adder32

set clk_period 12.6
set clk_io_pct 0.2

create_clock -name clk0 -period $clk_period

set non_clock_inputs [all_inputs -no_clocks]
set_input_delay [expr $clk_period * $clk_io_pct] -clock clk0 $non_clock_inputs
set_output_delay [expr $clk_period * $clk_io_pct] -clock clk0 [all_outputs]
```
`flow/design.v`:
```
module adder1(
	input wire op1_in,
	input wire op2_in,
	input wire cin,
	output wire sum,
	output wire cout
);
	wire xor_1_internal;
	wire nand_1_internal;
	wire nand_2_internal;
	xor(xor_1_internal, op1_in, op2_in);
	xor(sum, xor_1_internal, cin);
	nand(nand_1_internal, xor_1_internal, cin);
	nand(nand_2_internal, op1_in, op2_in);
	nand(cout, nand_1_internal, nand_2_internal);
endmodule
module adder8(
	input wire [7 : 0] op1_in,
	input wire [7 : 0] op2_in,
	input wire cin,
	output wire [7 : 0] sum,
	output wire cout
);
	wire [6 : 0] cout_internal;
	adder1 a1(op1_in[0], op2_in[0], cin	   			, sum[0], cout_internal[0]);
	adder1 a2(op1_in[1], op2_in[1], cout_internal[0], sum[1], cout_internal[1]);
	adder1 a3(op1_in[2], op2_in[2], cout_internal[1], sum[2], cout_internal[2]);
	adder1 a4(op1_in[3], op2_in[3], cout_internal[2], sum[3], cout_internal[3]);
	adder1 a5(op1_in[4], op2_in[4], cout_internal[3], sum[4], cout_internal[4]);
	adder1 a6(op1_in[5], op2_in[5], cout_internal[4], sum[5], cout_internal[5]);
	adder1 a7(op1_in[6], op2_in[6], cout_internal[5], sum[6], cout_internal[6]);
	adder1 a8(op1_in[7], op2_in[7], cout_internal[6], sum[7], cout);
endmodule
module adder32(
	input wire [31 : 0] op1_in,
	input wire [31 : 0] op2_in,
	input wire cin,
	output wire [31 : 0] sum,
	output wire cout
);
	wire [2 : 0] cout_internal;
	adder8 a1(op1_in[7 : 0]	 , op2_in[7 : 0]  , cin	   		    , sum[7 : 0]  , cout_internal[0]);
	adder8 a2(op1_in[15 : 8] , op2_in[15 : 8] , cout_internal[0], sum[15 : 8] , cout_internal[1]);
	adder8 a3(op1_in[23 : 16], op2_in[23 : 16], cout_internal[0], sum[23 : 16], cout_internal[2]);
	adder8 a4(op1_in[31 : 24], op2_in[31 : 24], cout_internal[0], sum[31 : 24], cout);
endmodule
```
`flow/run.sh`:
```
#!/bin/bash
# OpenROAD 26Q1-2900-gdf79404cd8, Yosys 0.63+post, stock flow scripts
make -C /OpenROAD-flow-scripts/flow DESIGN_CONFIG=/design/flow/config.mk WORK_HOME=/design/flow/orfs finish
```
==> run_results.csv <==
group,metric,value,unit
outcome,run_status,"finished, final reports clean",
timing,min_period,12.33,ns
detailed_routing,wl_met1,1160,um
floorplan,num_rows,26,
clock_network,ctsHoldBuffers,0,
setup_path,arrival,9.81,ns
synthesis,top_cells_by_area,"fa_1 (66%), buf_4 (26%), xor3_1 (5.2%)",
layout,clkbuf_count,0,
floorplan,die_w,92,um
grt,grt_pass1_wl,4730,um
grt,grt_max_degree,4,
detailed_routing,routedWlPerCell,14.8,um
detailed_routing,routed.top_layer,"met3",
layout,drive_gt1_frac,0.00741,
detailed_routing,n_antenna_cell,0,
detailed_routing,antenna_left,0,
timing,setup_tns,0,ns
setup_path,required,10.08,ns
timing,finalSetupViolCount,0,
worst_hold_path,worstHoldPathType,"primary input to output pin",
layout,seq_area,0,um2
place,dp_hpwl,3140,um
synthesis,ys_types,4,
detailed_routing,drt_first_pass_iters,2,
setup_path,crit_type,"primary input to output pin",
timing,post-route-period-util,0.979,
synthesis,ys_seq_share,0,
grt,grt_pass1_vias,902,
grt,antenna_found_initial,0,
pwr,p_leak,0.000659,uW
floorplan,coreArea,5070,um2
floorplan,chipArea,8460,um2
grt,grt.overflow.total,0,
layout,area_growth,91.6,%
setup_path,cp-end-kind,"output pin",
synthesis,ys_warn_count,0,
timing,fmax,81.1,MHz
place,port_buffers,98,
timing,drv_slew,0,
detailed_routing,wl_met3,628,um
pwr,power.density,49.3,nW/um2
timing,slew-limit-headroom,0.922,
synthesis,most_common_cell,"buf_4",
timing,hold_viol,0,
layout,final_util,0.342,
detailed_routing,via_count,707,
synthesis,synth_area,907,um2
synthesis,top_cell_area_share,0.662,
pwr,ir_drop,22.0,uV
floorplan,die_h,92,um
synthesis,largest_area_cell,"fa_1",
floorplan,ios,98,
timing,worstMarginPinSlew,0.116,ns
place,gp_congestion,0.773,
setup_path,crit_path_start_kind,"primary input",
detailed_routing,viasPerCell,3.45,
synthesis,ys_chip_area,907,um2
synthesis,common_cells,"buf_4 (32), fa_1 (30), inv_1 (5)",
job,warnings,32,
detailed_routing,drtIter0Drc,1,
synthesis,ys_cells,69,
synthesis,syn_inst,69,
setup_path,cp-startpoint,"op1_in[0]",
synthesis,syn_avg_cell_area,13.1,um2
job,drv_cap,0,
detailed_routing,routed_wl,3040,um
timing,rsz0062_at_grt,"no",
setup_path,crit_fanout,3,
detailed_routing,met2_length,1260,um
floorplan,fp_util,0.179,
worst_hold_path,min_from,"op1_in[23]",
layout,ff_count,0,
detailed_routing,drc,0,
grt,grt_use_total,0.0715,
-- metal layers --
layer | track usage | vias to the layer above
met5 | 0 | -
met4 | 0 | 0
met3 | 0.0585 | 0
met2 | 0.106 | 77
met1 | 0.0847 | 326
li1 | - | 304
-- where the power goes --
part | switching (uW) | leakage, uW | internal, uW
combinational | 21.6 | 0.000659 | 64.2
clock | 0 | 0 | 0
sequential | 0 | 0 | 0
total | 21.6 | 0.000659 | 64.2
-- cells in the final DEF, fill, tap and decap left out, drive strengths merged --
| cell type | synthesis | final |
|---|---|---|
| xor3 | 2 | 2 |
| inv | 5 | 5 |
| fa | 30 | 30 |
| clkdlybuf4s50 | 0 | 98 |
-- path summary, 6_finish.rpt --
check | endpoint | slack, ns | cells after the start
setup / recovery | sum[31] | 0.27 | 20
hold / removal | sum[23] | 6.04 | 3
-- layout make-up --
| class | instances | area [um2] |
|---|---|---|
| Tap cell | 70 | 87.6 |
| Inverter | 5 | 18.8 |
| Fill cell | 523 | 3340 |
| Multi-Input combinational cell | 32 | 651 |
| Timing Repair Buffer | 98 | 981 |
-- worst max-delay path: stages --
cell and delay (ns):
clkdlybuf4s50_1 0.43, fa_1 0.44, fa_1 0.39, fa_1 0.39, fa_1 0.39, fa_1 0.39, fa_1 0.39, fa_1 0.39
fa_2 0.39, fa_1 0.39, fa_1 0.38, fa_1 0.39, fa_1 0.38, fa_1 0.39, fa_1 0.39, fa_1 0.36
inv_1 0.07, fa_1 0.41, inv_1 0.06, clkdlybuf4s50_1 0.47
-- per-stage QoR --
stage	setup slack, ns	std cells	total power, uW	hold WS (ns)	instance area (um2)
floorplan	1.18	69	42.3	5.24	907
global route	0.0111	205	97.3	6.09	1740
finish	0.267	205	85.7	6.04	1740
CTS	0.152	205	89.0	6.05	1740
detailed placement	0.151	205	88.8	6.04	1740
global placement	0.224	205	87.7	6.04	1740
-- kinds of logic after synthesis --
family,after synthesis,share of synthesized area
buf+inv,37,0.286
fa+ha+maj,30,0.662
xor+xnor,2,0.0524
-- timing repair --
| action | in CTS | in global routing |
|---|---|---|
| endpoints found under the setup margin | 0 | 1 |
| buffers inserted | 0 | 0 |
| gates resized | 0 | 1 |
Power figures rest on the tool's default switching activity, not on a simulated workload.
