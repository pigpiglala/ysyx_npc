$ cat flow/design.v
module alu(
	input wire [32 - 1 : 0] op1_in,
	input wire [32 - 1 : 0] op2_in,
	input wire [3 : 0] alu_op,
	output reg  [32 - 1 : 0] alu_out,
	output wire equal,
	output wire notEqual,
	output wire less,
	output wire lessSigned,
	output wire greatEqual,
	output wire greatEqualSigned
); 
	wire signed [32 - 1 : 0] op1_in_signed, op2_in_signed;
	assign op1_in_signed = $signed(op1_in);
	assign op2_in_signed = $signed(op2_in);
	always@(*) begin		
		case(alu_op)
			4'b0000:
				alu_out = op1_in + op2_in;
			4'b0001:
				alu_out = op1_in - op2_in;
			4'b0010:
				alu_out = op1_in * op2_in;
			4'b0011:
				alu_out = op1_in | op2_in;
			4'b0100:
				alu_out = ~op1_in;
			4'b0101:
				alu_out = op1_in & op2_in;
			4'b0110:
				alu_out = op1_in ^ op2_in;
			4'b0111:
				alu_out = op1_in << op2_in;
			4'b1000:
				alu_out = op1_in >> op2_in;
			4'b1001:
				alu_out = $signed(op1_in) >>> op2_in;
			default:
				alu_out = 0;
		endcase		
	end
	assign equal = (op1_in == op2_in) ? 1: 0;
	assign notEqual = (op1_in != op2_in) ? 1: 0;
	assign less = (op1_in < op2_in) ? 1: 0;
	assign lessSigned = (op1_in_signed < op2_in_signed) ? 1: 0;
	assign greatEqual = (op1_in >= op2_in) ? 1: 0;
	assign greatEqualSigned = (op1_in_signed >= op2_in_signed) ? 1: 0;
	always @(*) begin
	end
endmodule
$ cat flow/run.sh
#!/bin/bash
# OpenROAD 26Q1-2900-gdf79404cd8, Yosys 0.63+post, stock flow scripts
make -C /OpenROAD-flow-scripts/flow DESIGN_CONFIG=/design/flow/config.mk WORK_HOME=/design/flow/orfs finish
$ cat flow/config.mk
export PLATFORM = sky130hd
export DESIGN_NAME = alu
export DESIGN_NICKNAME = alu
export VERILOG_FILES = /design/flow/design.v
export SDC_FILE = /design/flow/constraint.sdc
export NUM_CORES = 4
export LEC_CHECK = 1
export CORE_UTILIZATION = 50
$ cat flow/constraint.sdc
current_design alu

set clk_period 14.6
set clk_io_pct 0.2

create_clock -name clk0 -period $clk_period

set non_clock_inputs [all_inputs -no_clocks]
set_input_delay [expr $clk_period * $clk_io_pct] -clock clk0 $non_clock_inputs
set_output_delay [expr $clk_period * $clk_io_pct] -clock clk0 [all_outputs]
==> run summary <==
This memo summarizes the results of the implementation run.

Outcome
The flow ran to the end, and the final reports show no timing, DRC or antenna violations.

Final timing
The final tally of max-slew violations is 0. Counting I/O delays and the setup requirement, the final critical path takes 14,420 ps. The worst slew slack as a fraction of its limit is 0.303. Dividing the final minimum period by the clock period gives 0.988. The total of endpoints with negative setup slack in the final report is 0. For reference, the final report shows the hold violation count at 0. The worst-case hold slack is 7070 ps.

The transition time of the tightest slew-check pin is 1030 ps. Setup repair after global routing left no endpoint under its margin. Setup total negative slack on the finished layout was measured at 0 ps. The top achievable clock speed is 69.3 MHz.

Job
The number of maximum-capacitance violations recorded for the run is 0. The count of tool warnings is 96.

Power
VDD sags by at most 864 µV. The total leakage power is 12.5 nW. The flow reported a cell area power density of 420 mW/mm². The internal power of the cells totals 4.45 mW. The switching power as a share of total power is 0.602.

For this design the total switching power over the nets is 6.72 mW.

Floorplan
The floorplan step defined a core boundary enclosing 0.0480 mm². The die area is 0.0500 mm². The die outline width is 224 µm. From bottom edge to top edge, the die measures 224 µm. The floorplan core density is 0.511. According to the I/O placement log, the pin count is 106. The initialized floorplan defines 80 standard-cell rows.

Critical path
Looking at the setup timing report, the critical path kind is input port to output port. The required time at the worst endpoint is listed as 11,680 ps. The endpoint arrival time on the critical path is 11,500 ps. The endpoint type of the worst setup path is an output port. STA classifies the critical path startpoint as an input port. Of all nets on the critical path, the largest fanout is 8.

Yosys
The cell count listed in synth_stat.txt is 3,196. The average instance area after synthesis is 7.68 µm². The synthesized netlist occupies a cell area of 0.0245 mm².

Per the post-synthesis report, the number of cells in the design is 3,196. The share of the Yosys chip area taken by registers is 0. By area the synthesized netlist is led by sky130_fd_sc_hd__fa_1, sky130_fd_sc_hd__ha_1, sky130_fd_sc_hd__nor2_1, sky130_fd_sc_hd__inv_1, sky130_fd_sc_hd__nand2_1. For this run, the number of Yosys warnings is 1. The number of unique standard cell types used by synthesis is 93. The top cell type's share of synthesized area is 0.335. The summed standard-cell area reported by yosys is 0.0245 mm². Sorting the Yosys area breakdown by cell type puts at the top sky130_fd_sc_hd__fa_1.

Route
The final antenna-violating net count is 0. The DRC violation count after routing is 0. The routed layout has 25,800 vias. For this sky-water flow run, the detailed-routed wirelength per cell is reported as 32.0 µm.

The violation tally recorded at the end of detailed-routing iteration 0 is 3,074. The final wirelength is 124,000 µm. The post-detailed-route via-to-cell ratio is 6.68. The number of iterations in the first detailed-routing pass is 7.

Hold path
Hold analysis shows the worst path with a depth of 5. The class of the most critical hold timing path is input port to output port.

Cells and area
Per the final layout report, the fraction of cells sized above drive strength 1 comes to 0.0706. Per the cell usage report, the commonest logic cells after layout are sky130_fd_sc_hd__nor2_1, sky130_fd_sc_hd__inv_1, sky130_fd_sc_hd__fa_1. In the final layout, flip-flops and latches occupy 0 µm². The area growth from synthesis to layout is 8.53%. The final layout report lists a filler cell count of 4,293. The number of clock buffers in the layout is 0. According to the cell report, flip-flops and latches in the layout number 0. The combinational cell area excluding buffers and inverters is 0.0219 mm². Per the cell usage report, the commonest logic cell in the layout is sky130_fd_sc_hd__nor2_1.

Place
The final weighted congestion recorded by global placement is 1.10. The buffer_ports step reported a buffer count of 106. Once detailed placement completed, the half-perimeter wirelength came to 98,300 µm.

GRT
The number of antenna violations at the first check in global routing came to 5. Per the GRT congestion report, total overflow comes to 0. The first global-routing pass estimated 177,000 µm of wire.

The via count of the first global-routing pass was 25,800. The pin count of the biggest net entering global routing is 48. The total routing usage reported by global routing is 0.523.
final cells by class:
| class | instances | share of cell area |
|---|---|---|
| antenna | 4 | 0.000376 |
| tap | 615 | 0.0289 |
| multi-input combinational | 2507 | 0.821 |
| timing repair buffer | 256 | 0.0816 |
| inverter | 481 | 0.0681 |
logic make-up after synthesis:
kind of cell,share of synthesized area
buffers and inverters,0.110
AND/OR/NAND/NOR,0.183
AND-OR/OR-AND,0.179
adder cells (fa/ha/maj),0.446
multiplexers,0.0514
XOR/XNOR,0.0311
critical path: stages:
cell,delay (ps)
sky130_fd_sc_hd__clkdlybuf4s50_1,710
sky130_fd_sc_hd__clkinv_1,510
sky130_fd_sc_hd__buf_4,360
sky130_fd_sc_hd__nor2_1,160
sky130_fd_sc_hd__fa_1,450
sky130_fd_sc_hd__fa_1,490
sky130_fd_sc_hd__fa_1,510
sky130_fd_sc_hd__inv_1,50
sky130_fd_sc_hd__fa_1,480
sky130_fd_sc_hd__inv_1,50
sky130_fd_sc_hd__ha_1,290
sky130_fd_sc_hd__ha_1,310
sky130_fd_sc_hd__fa_1,520
sky130_fd_sc_hd__fa_1,430
sky130_fd_sc_hd__ha_1,400
sky130_fd_sc_hd__o21ai_0,130
sky130_fd_sc_hd__a211o_1,340
sky130_fd_sc_hd__a31o_2,240
sky130_fd_sc_hd__a21oi_1,410
sky130_fd_sc_hd__o211ai_1,190
sky130_fd_sc_hd__buf_4,190
sky130_fd_sc_hd__nor2b_1,140
sky130_fd_sc_hd__and3b_1,180
sky130_fd_sc_hd__o21ai_0,320
sky130_fd_sc_hd__o211ai_1,250
sky130_fd_sc_hd__clkdlybuf4s50_1,460
Yosys cell counts, types with 33 or more instances:
| master | n |
|---|---|
| sky130_fd_sc_hd__a21oi_1 | 157 |
| sky130_fd_sc_hd__clkbuf_1 | 129 |
| sky130_fd_sc_hd__inv_1 | 458 |
| sky130_fd_sc_hd__buf_2 | 34 |
| sky130_fd_sc_hd__ha_1 | 219 |
| sky130_fd_sc_hd__nor2_1 | 481 |
| sky130_fd_sc_hd__mux2i_1 | 60 |
| sky130_fd_sc_hd__nand2_1 | 339 |
| sky130_fd_sc_hd__a211oi_1 | 44 |
| sky130_fd_sc_hd__fa_1 | 410 |
| sky130_fd_sc_hd__xnor2_1 | 71 |
| sky130_fd_sc_hd__o21ai_0 | 112 |
| sky130_fd_sc_hd__o22ai_1 | 33 |
| sky130_fd_sc_hd__nor3_1 | 52 |
metrics by stage:
step	setup WS (ps)	instances	cell area, µm²	total power, mW	utilization
after floorplan	1190	3196	24500	7.02	-
after CTS	309	3856	26600	10.8	0.553
final	177	3863	26600	11.2	0.554
after global routing	25.3	3860	26600	11.8	0.554
after global placement	335	3856	26600	10.7	0.553
after detailed placement	327	3856	26600	10.7	0.553
routing by layer:
metal / wire [µm] / global-route usage / vias up
met5: 268 / 0.0313 / -
met4: 9120 / 0.271 / 12
met3: 20600 / 0.299 / 545
met2: 50000 / 0.714 / 2165
li1: - / - / 10600
met1: 43600 / 0.663 / 12400
path summary, 6_finish.rpt:
path | from | end | slack (ps)
worst max-delay path | op1_in[6] | alu_out[28] | 180
worst min-delay path | op2_in[3] | alu_out[10] | 7070
power by group through the flow:
stage / clock network, mW / registers (mW) / logic (mW)
global route: 0.00000000916 / 0 / 11.8
CTS: 0 / 0 / 10.8
what timing repair did:
item / CTS / global route
resized: 0 / 2
buffers inserted: 0 / 3
hold buffers: 0 / 0
endpoints found under the setup margin: 0 / 2
No activity file was given, so power comes from the tool's default toggle rates.
